===== ./run.sh =====
#!/bin/bash
# OpenROAD 26Q1-2900-gdf79404cd8, Yosys 0.63+post, stock flow scripts
make -C /OpenROAD-flow-scripts/flow DESIGN_CONFIG=/design/flow/config.mk WORK_HOME=/design/flow/orfs finish

===== ./constraint.sdc =====
current_design demo_decoder

set clk_period 2.7
set clk_io_pct 0.2

create_clock -name clk0 -period $clk_period [get_ports {clk}]

set non_clock_inputs [all_inputs -no_clocks]
set_input_delay [expr $clk_period * $clk_io_pct] -clock clk0 $non_clock_inputs
set_output_delay [expr $clk_period * $clk_io_pct] -clock clk0 [all_outputs]

===== ./config.mk =====
export PLATFORM = sky130hd
export DESIGN_NAME = demo_decoder
export DESIGN_NICKNAME = demo_decoder
export VERILOG_FILES = /design/flow/design.v
export SDC_FILE = /design/flow/constraint.sdc
export NUM_CORES = 4
export LEC_CHECK = 1
export CORE_AREA = 10 10 191 191
export DIE_AREA = 0 0 201 201

===== ./design.v =====
`timescale 1ns / 1ps
module clock_divider( 
   clk_divided,
   clk, divide, rst
   );
   parameter N = 8;
   input  wire  clk, rst;
   output logic clk_divided;
   input  wire  [N-1:0] divide;
   logic [N-1:0] counter;
   always_ff @(posedge clk) begin
      if (rst) begin
         clk_divided <= 0;
         counter     <= 0;
      end
      else begin
         if (counter >= divide) begin  
            clk_divided <= ~clk_divided;
            counter     <= 0;
         end
         else begin
            counter <= counter + 1;
         end
      end
   end
endmodule
`default_nettype none
`timescale 1ns / 1ps
module demo_decoder( 
   demo_addr, demo_channel_ena, demo_pitches, demo_waveforms,
   clk, demo_data, ena, rst
   );
   parameter DEMO_SONG_LENGTH = 128;
   parameter DEMO_CLK_DIVIDE = 100;  
   parameter NUM    = 25;  
   parameter C      = 12;  
   output logic [(NUM*C)-1:0] demo_pitches;
   output logic [    NUM-1:0] demo_channel_ena;
   output logic [(NUM*2)-1:0] demo_waveforms;
   input  wire  [95       :0] demo_data;
   input  wire                clk, rst, ena;
   output logic [$clog2(DEMO_SONG_LENGTH)-1:0] demo_addr;
   wire clk_divided;
   wire clk_divided_pulse;
   clock_divider #(.N($clog2(DEMO_CLK_DIVIDE)))
   DEMO_DIVIDER ( 
                 .clk_divided (clk_divided),
                 .clk         (clk),
                 .rst         (rst),
                 .divide      (DEMO_CLK_DIVIDE));
   monostable DEMO_MONOSTABLE ( 
                               .out    (clk_divided_pulse),
                               .clk    (clk),
                               .rst    (rst),
                               .button (clk_divided));
   always_ff @(posedge clk) begin
      if (rst) begin
         demo_addr <= 0;
      end
      if (clk_divided_pulse) begin
         if (demo_addr == DEMO_SONG_LENGTH-1) begin
            demo_addr <= 0;
         end else begin
            demo_addr <= ena ? demo_addr + 1 : 0;
         end
      end
   end
   logic [15:0] voice0, voice1, voice2,
                voice3, voice4, voice5;
   logic [11:0] voice0_pitch, voice1_pitch, voice2_pitch,
                voice3_pitch, voice4_pitch, voice5_pitch;
   logic [3:0]  voice0_vol, voice1_vol, voice2_vol,
                voice3_vol, voice4_vol, voice5_vol;
   logic [1:0]  voice0_wave, voice1_wave, voice2_wave,
                voice3_wave, voice4_wave, voice5_wave;
   always_comb begin
      voice0           = demo_data[15:00];
      voice1           = demo_data[31:16];
      voice2           = demo_data[47:32];
      voice3           = demo_data[63:48];
      voice4           = demo_data[79:64];
      voice5           = demo_data[95:80];
      voice0_pitch     = voice0[15:4];
      voice1_pitch     = voice1[15:4];
      voice2_pitch     = voice2[15:4];
      voice3_pitch     = voice3[15:4];
      voice4_pitch     = voice4[15:4];
      voice5_pitch     = voice5[15:4];
      case(voice0[3:2])
        0: voice0_vol  = 4'b0000;
        1: voice0_vol  = 4'b0001;
        2: voice0_vol  = 4'b0011;
        3: voice0_vol  = 4'b1111;
      endcase
      case(voice1[3:2])
        0: voice1_vol  = 4'b0000;
        1: voice1_vol  = 4'b0001;
        2: voice1_vol  = 4'b0011;
        3: voice1_vol  = 4'b1111;
      endcase
      case(voice2[3:2])
        0: voice2_vol  = 4'b0000;
        1: voice2_vol  = 4'b0001;
        2: voice2_vol  = 4'b0011;
        3: voice2_vol  = 4'b1111;
      endcase
      case(voice3[3:2])
        0: voice3_vol  = 4'b0000;
        1: voice3_vol  = 4'b0001;
        2: voice3_vol  = 4'b0011;
        3: voice3_vol  = 4'b1111;
      endcase
      case(voice4[3:2])
        0: voice4_vol  = 4'b0000;
        1: voice4_vol  = 4'b0001;
        2: voice4_vol  = 4'b0011;
        3: voice4_vol  = 4'b1111;
      endcase
      case(voice5[3:2])
        0: voice5_vol  = 4'b0000;
        1: voice5_vol  = 4'b0001;
        2: voice5_vol  = 4'b0011;
        3: voice5_vol  = 4'b1111;
      endcase
      voice0_wave      = voice0[1:0];
      voice1_wave      = voice1[1:0];
      voice2_wave      = voice2[1:0];
      voice3_wave      = voice3[1:0];
      voice4_wave      = voice4[1:0];
      voice5_wave      = voice5[1:0];
      demo_pitches     = {12'b0,
                          {4{voice0_pitch}},
                          {4{voice1_pitch}},
                          {4{voice2_pitch}},
                          {4{voice3_pitch}},
                          {4{voice4_pitch}},
                          {4{voice5_pitch}}};
      demo_waveforms   = {2'b0,
                          {4{voice0_wave}},
                          {4{voice1_wave}},
                          {4{voice2_wave}},
                          {4{voice3_wave}},
                          {4{voice4_wave}},
                          {4{voice5_wave}}};
      demo_channel_ena = {1'b0,
                          voice0_vol,
                          voice1_vol,
                          voice2_vol,
                          voice3_vol,
                          voice4_vol,
                          voice5_vol};
   end
endmodule
module monostable (clk, rst, button, out);
input wire clk, rst;
input wire button;
output logic out;
logic prev;
always_ff @(posedge clk) begin : monostable_fsm
    prev <= rst ? 0 : button;
end
always_comb begin
    out = button & ~prev;
end
endmodule

==> GITHUB_STEP_SUMMARY <==
### Yosys + OpenROAD results

| Metric | Value |
|---|---|
| Asr flop ratio synth | 0 |
| Die W | 201 um |
| RSZ-0062 raised after global routing | false |
| Final WL | ~6400 um |
| Die Height | 201 um |
| DP Area | 1850 um^2 |
| Post_cts resized | 0 |
| DR pass1 iterations | 4 |
| Startpoint Class | input pin |
| Initial antenna violation count | 1 |
| Routed length on met3 | 2180 um |
| Crit path max fanout | 2 |
| Setup TNS | 0 ps |
| Status | finished clean |
| Synth-to-Final Area Change | -44.4% |
| Yosys stat area | around 3500 um^2 |
| Critical Path RT | ~2200 ps |
| CTS max path bufs | 2 |
| Fmax | roughly 0.45 GHz |
| First-pass GRT wire length | between 8000 and 9000 um |
| DR iter-0 viols | 30 |
| MaxCap Viol Count | 0 |
| DP Wirelength | approximately 5400 um |
| Crit path cell chain | clkdlybuf4s50_1 > or2_2 > clkdlybuf4s50_1 |
| Sequential share of the synthesized area | 0.112 |
| Pre-Place Util | 0.107 |
| Clock sinks | 16 |
| Count of cell types in the netlist | 23 |
| Row count | 66 |
| CP arrival | ~1700 ps |
| CTS Hold Bufs | 0 |
| Worst path bufs/invs | 2 |
| Num CTS Buffers | 3 |
| # IOs | between 400 and 500 |
| Most used cell, CP | clkdlybuf4s50_1 |
| CP Class | input pin to primary output |
| Fin. Hold Viols | 0 |
| Vias in the first global route | around 1200 |
| Ys Warns | 4 |
| Yosys reg bits | 16 |
| Chip Footprint | around 40000 um^2 |
| Min Tclk post-route | between 2000 and 2500 ps |
| Period utilization | 0.829 |
| Dominant flop cell | dfxtp_1 |
| Fin Clk Skew | between 1 and 1.5 ps |
| CTS clock-pin slew for the worst setup and hold paths | around 50 ps |
| TritonCTS clock tree | yes |
| Slowest-stage cell, CP | clkdlybuf4s50_1 |
| Final setup viols | 0 |
| Final GP Congestion | a little under 0.7 |
| ANT cells | 0 |
| Avg WL per Cell | approximately 11 um |
| DRC | 0 |
| WL met1 | between 1000 and 1500 um |
| Antenna Nets Post-Route | 0 |
| Pwr Density | around 340 nW/um^2 |
| Port Buf Inserts | 45 |
| # Cells Yosys | ~440 |
| Worst hold path class | register to register |
| Avg Cell Area, Syn | roughly 7.9 um^2 |
| Clock latency (worst-skew pair) | 240 ps |
| Max VDD drop | 191 uV |
| Final Core Density | 0.0597 |
| Share of cells above drive strength 1 | 0.103 |
| Largest net degree at the start of global routing | 10 |
| Post-DR vias/cell | between 1.5 and 2 |
| Max Used Layer | met5 |
| Via count | around 1100 |
| Flip-flops with a built-in enable | 7 |
| Largest delay share family, worst path | buffers and inverters |
| Mapped Cells | ~440 |
| H-tree levels | 1 |
| LEAKAGE | about 0.56 nW |
| OpenROAD warning count | 27 |
| Final Instance Area | roughly 1900 um^2 |
| Max Slew Vio Count | 0 |
| Core area | about 32000 um^2 |
| CP endpoint kind | primary output |
| Total gr overflow | 0 |
| Post-CTS Setup Bufs | 0 |
| Total track usage | 0.0283 |
| Mapped cell area | around 3500 um^2 |
| Root buf cell | clkbuf_16 |
| Critical Path Max Stage Delay | 430 ps |
| Met2 routed WL | 2040 um |
==> worst paths after layout <==
kind              slack [ps]  cells after the start                    start                 endpoint
hold / removal           480                      1  DEMO_DIVIDER.counter[0]  DEMO_DIVIDER.counter[0]
hold reg to reg          480                      1  DEMO_DIVIDER.counter[0]  DEMO_DIVIDER.counter[0]
setup / recovery         460                      3            demo_data[82]      demo_channel_ena[0]
setup reg to reg        1220                      4             demo_addr[0]             demo_addr[3]
==> where the power goes <==
part           switching (W)  internal [W]
Clock              0.0000820      0.000224
Combinational      0.0000261     0.0000658
Sequential        0.00000786      0.000260
==> stage by stage <==
stage	power (W)	instances	setup WS (ps)	hold slack, ps
6_report	0.000666	587	463	478
5_1_grt	0.000701	587	397	514
2_1_floorplan	0.000607	458	1360	440
4_1_cts	0.000677	587	450	481
3_5_place_dp	0.000368	583	447	469
3_3_place_gp	0.000368	583	426	460
==> synthesized netlist by cell type, drive strengths merged (2+ instances only) <==
cell    count  area [um^2]
nor2       12         45.0
or2         6         37.5
nand3       5         30.0
xor2        3         26.3
edfxtp      7          210
a21oi       3         15.0
buf       357         2680
inv         5         18.8
or3         3         18.8
and3        2         15.0
and2        6         37.5
nand2       3         11.3
o21ai       5         25.0
ha          3         37.5
xnor2       4         35.0
clkbuf      6         22.5
dfxtp       9          180
==> sequential cells by signal, indices dropped and copies added (netlist names) <==
register and count:
demo_addr 7, DEMO_MONOSTABLE.prev 1, DEMO_DIVIDER.clk_divided 1, DEMO_DIVIDER.counter 7
==> cells by family after synthesis <==
family                     count (synthesis)  synth area share
buffers and inverters                    368             0.780
other                                      1           0.00108
adders and majority gates                  3            0.0108
xor gates and xnor gates                   7            0.0176
AOI/OAI and AO/OA                         10            0.0179
DFF                                       16             0.112
and+or+nand+nor                           39            0.0606
==> cell type report <==
type	count	area, um^2
Clock buffer	4	88.8
Fill cell	3807	30500
Inverter	5	18.8
Multi-Input combinational cell	74	429
Sequential cell	16	390
Tap cell	442	553
Timing Repair Buffer	46	458
==> routing by layer <==
metal | global-route usage | vias to the layer above
li1 | - | 386
met1 | 0.0130 | 360
met2 | 0.0281 | 213
met3 | 0.0465 | 108
met4 | 0.0435 | 4
met5 | 0.00983 | -
==> cell usage in the layout, fill, tap and decap left out, drive strengths merged <==
master / count
clkdlybuf4s50: 45
nand3: 5
or2: 6
nor2: 12
ha: 3
buf: 1
inv: 5
and2: 6
o311ai: 1
nand3b: 1
dfxtp: 9
and3b: 1
a21oi: 3
xnor2: 4
nand2: 3
edfxtp: 7
xor2: 3
conb: 15
a31oi: 1
or3: 3
clkbuf: 4
o21ai: 5
and3: 2
Power is estimated from default activity; no workload was simulated.
