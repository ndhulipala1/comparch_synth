**/design/flow/design.v**
```verilog
`timescale 1ns / 100ps
`default_nettype none
typedef enum logic {
  WRITE_12BIT_REGISTER = 0, READ_12BIT = 1
} i2c_transaction_t;
typedef enum logic [3:0] {
  S_IDLE = 0,
  S_START = 1,
  S_ADDR = 2,
  S_ACK_ADDR = 3, 
  S_WR_DATA = 4, 
  S_ACK_WR = 5,
  S_RD_DATA = 6,
  S_ACK_RD = 7,
  S_STOP = 8, 
  S_ERROR
} i2c_state_t;
module i2c_controller(
  clk, rst,
  scl, sda, mode,
  i_ready, i_valid, i_addr, i_data,
  o_ready, o_valid, o_data
);
parameter CLK_HZ = 12_000_000;
parameter CLK_PERIOD_NS = (1_000_000_000/CLK_HZ);
parameter I2C_CLK_HZ = 100_000;  
parameter DIVIDER_COUNT = CLK_HZ/I2C_CLK_HZ/2;   
parameter COOLDOWN_CYCLES = 120;  
input wire clk, rst;  
output logic scl;  
inout wire sda;
logic sda_oe;  
logic sda_out;  
assign sda = sda_oe ? sda_out : 1'bz;  
input wire i2c_transaction_t mode;  
output logic i_ready;  
input wire i_valid;
input wire [6:0] i_addr;  
input wire [11:0] i_data;  
input wire o_ready;  
output logic o_valid;  
output logic [11:0] o_data;  
i2c_state_t state;  
logic [$clog2(DIVIDER_COUNT):0] clk_divider_counter;
logic [$clog2(COOLDOWN_CYCLES):0] cooldown_counter;  
logic [3:0] bit_counter;
logic [7:0] addr_buffer;
logic [7:0] data_buffer;
always_ff @(posedge clk) begin : i2c_fsm  
  if(rst) begin
    clk_divider_counter <= DIVIDER_COUNT-1;
    scl <= 1;
    bit_counter <= 0;
    o_data <= 0;
    o_valid <= 0;
    i_ready <= 1;
    state <= S_IDLE;
  end else begin  
    if(state == S_IDLE) begin
      if(i_valid & i_ready) begin
        i_ready <= 0;
        cooldown_counter <= COOLDOWN_CYCLES;
        o_valid <= 0;
        state <= S_START;
        addr_buffer <= {i_addr, mode};
        data_buffer <= i_data;
        bit_counter <= 7;
        clk_divider_counter <= DIVIDER_COUNT-1;
      end
      else begin
        scl <= 1;
        if(cooldown_counter > 0) begin
          i_ready <= 0;
          cooldown_counter <= cooldown_counter - 1;
        end else begin
          i_ready <= 1;
        end
      end
    end else begin  
    if (clk_divider_counter == 0) begin
      clk_divider_counter <= DIVIDER_COUNT-1;
      scl <= ~scl;
      case(state)
        S_START: begin
          state <= S_ADDR;
        end
        S_ADDR: begin
          if(scl) begin  
            if(bit_counter > 0) bit_counter <= bit_counter - 1;
            if(bit_counter == 0) state <= S_ACK_ADDR;
          end
        end
        S_ACK_ADDR: begin
          bit_counter <= 7;
          case(addr_buffer[0]) 
            WRITE_12BIT_REGISTER : begin
              if(scl) state <= S_WR_DATA;
            end
            READ_12BIT : begin
              if(~scl) state <= S_RD_DATA;
            end
          endcase
        end
        S_RD_DATA : begin
          if(~scl) begin
            data_buffer[0] <= sda;
            data_buffer[7:1] <= data_buffer[6:0];
            if(bit_counter > 0) begin
              bit_counter <= bit_counter - 1;
            end
            else begin
              state <= S_ACK_RD;
            end
          end
        end
        S_ACK_RD : begin
          if(~scl) begin  
            state <= S_STOP;
            o_data <= data_buffer;
            o_valid <= 1;
          end
        end
        S_WR_DATA: begin
          if(scl) begin  
            bit_counter <= bit_counter - 1;
            if(bit_counter > 0) begin  
              data_buffer[7:1] <= data_buffer[6:0];
            end
          end
          else if(&bit_counter) begin
              state <= S_ACK_WR;
          end
        end
        S_ACK_WR: begin
          if(scl) begin  
            state <= S_STOP;
            if(~sda) begin
            end
          end
        end
        S_STOP: begin
          state <= S_IDLE;
        end
        S_ERROR: begin
          state <= S_IDLE;
        end
      endcase
      end else begin  
        clk_divider_counter <= clk_divider_counter - 1;
      end
    end
  end
end
always_comb case(state)
  S_START, S_ADDR, S_WR_DATA, S_ACK_RD: sda_oe = 1;
  default : sda_oe = 0;
endcase
always_comb case(state)
  S_START: sda_out = 0;  
  S_ADDR: sda_out = addr_buffer[bit_counter[2:0]];
  S_WR_DATA : sda_out = data_buffer[7];  
  S_ACK_RD : sda_out = 0;
  default : sda_out = 0;
endcase
endmodule
```
**/design/flow/run.sh**
```bash
#!/bin/bash
# OpenROAD 26Q1-2900-gdf79404cd8, Yosys 0.63+post, stock flow scripts
make -C /OpenROAD-flow-scripts/flow DESIGN_CONFIG=/design/flow/config.mk WORK_HOME=/design/flow/orfs finish
```
**/design/flow/config.mk**
```make
export PLATFORM = sky130hd
export DESIGN_NAME = i2c_controller
export DESIGN_NICKNAME = i2c_controller
export VERILOG_FILES = /design/flow/design.v
export SDC_FILE = /design/flow/constraint.sdc
export NUM_CORES = 4
export LEC_CHECK = 1
export CORE_UTILIZATION = 50
```
**/design/flow/constraint.sdc**
```tcl
current_design i2c_controller

set clk_period 6.4
set clk_io_pct 0.2

create_clock -name clk0 -period $clk_period [get_ports {clk}]

set non_clock_inputs [all_inputs -no_clocks]
set_input_delay [expr $clk_period * $clk_io_pct] -clock clk0 $non_clock_inputs
set_output_delay [expr $clk_period * $clk_io_pct] -clock clk0 [all_outputs]
```
==> impl_metrics.json <==
{
  "outcome.stop_stage": "clock tree synthesis (4_1_cts)",
  "post_cts_setup_repair_bufs": 0,
  "cts_resized": 0,
  "yosysUniqueCellTypes": 52,
  "postCtsHoldBufs": 0,
  "placement.io_buffers": 29,
  "floorplan_core_density": 0.527,
  "cts_num_sinks": 55,
  "post-place-cells": 326,
  "async_flop_share": 0,
  "detailedPlacementHpwl_um": 3110,
  "synth.yosys.num_cells": 238,
  "floorplan.die.height_um": 73.2,
  "ys_seq_share": 0.529,
  "yosys_warnings": 2,
  "synth_chip_area_um2": 2540,
  "clockBufferDepth": 2,
  "ctsHtreeMaxLevel": 2,
  "enable_flop_cells": 24,
  "root_buffer": "sky130_fd_sc_hd__clkbuf_8",
  "die_w_um": 73.2,
  "syn-mean-instance-area_um2": 10.7,
  "cts-buffers-inserted": 5,
  "num_io_pins": 40,
  "yosys_register_bits": 55,
  "status": "stopped before the end",
  "finalWeightedCongestion": 0.845,
  "mappedNetlistArea_um2": 2540,
  "postSynthCellCount": 238,
  "error_message": "[error] [KeplerFormal.cpp:679] Workflow failed: Iso has multiple drivers: .sda0, _197_.X0",
  "rows": 25,
  "yosys_most_used_dff": "sky130_fd_sc_hd__dfxtp_1"
}
cells by family after synthesis:
logic type,share of synthesized area
flops,0.529
simple gates,0.181
other cells,0.00148
compound gates,0.110
mux,0.0976
xor+xnor,0.0207
fa+ha+maj,0.0197
buf+inv,0.0404
per-stage QoR:
stage	power (mW)	setup slack [ps]	instance area (um2)	util
2_1_floorplan	0.448	3650	2550	-
3_5_place_dp	0.472	3150	2880	0.598
3_3_place_gp	0.472	3130	2880	0.598
synth_stat cells, types with 3 or more instances:
cell                       number  area (um2)
sky130_fd_sc_hd__dfxtp_1       31         621
sky130_fd_sc_hd__o21ai_0        9        45.0
sky130_fd_sc_hd__ha_1           4        50.1
sky130_fd_sc_hd__nand3_1       10        50.1
sky130_fd_sc_hd__nor4_1         4        25.0
sky130_fd_sc_hd__nor2_1        29         109
sky130_fd_sc_hd__nor3_1         4        20.0
sky130_fd_sc_hd__clkbuf_1      10        37.5
sky130_fd_sc_hd__or3_1          4        25.0
sky130_fd_sc_hd__or2_2          3        18.8
sky130_fd_sc_hd__mux2i_1        9        90.1
sky130_fd_sc_hd__a211oi_1       3        22.5
sky130_fd_sc_hd__nor3b_1        4        30.0
sky130_fd_sc_hd__buf_4          4        30.0
sky130_fd_sc_hd__edfxtp_1      24         721
sky130_fd_sc_hd__xnor2_1        5        43.8
sky130_fd_sc_hd__inv_1          8        30.0
sky130_fd_sc_hd__nand2_1       18        67.6
sky130_fd_sc_hd__mux2_2        10         113
sky130_fd_sc_hd__a21oi_1        9        45.0
Power and IR drop assume default switching activity.
