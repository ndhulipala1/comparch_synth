### /design/flow/config.mk
export PLATFORM = sky130hd
export DESIGN_NAME = channel_mixer
export DESIGN_NICKNAME = channel_mixer
export VERILOG_FILES = /design/flow/design.v
export SDC_FILE = /design/flow/constraint.sdc
export NUM_CORES = 4
export LEC_CHECK = 1
export CORE_UTILIZATION = 50
### /design/flow/constraint.sdc
current_design channel_mixer

set clk_period 11.1
set clk_io_pct 0.2

create_clock -name clk0 -period $clk_period [get_ports {clk}]

set non_clock_inputs [all_inputs -no_clocks]
set_input_delay [expr $clk_period * $clk_io_pct] -clock clk0 $non_clock_inputs
set_output_delay [expr $clk_period * $clk_io_pct] -clock clk0 [all_outputs]
### /design/flow/design.v
`default_nettype none
`timescale 1ns / 100ps
module channel ( 
   out,
   clk, ena, pitch, rst, waveform
   );
   parameter M = 6;
   parameter N = 11;
   parameter C = 12;
   output logic [N-1:0] out;  
   input wire [C-1:0] pitch;
   input wire [1:0]   waveform;
   input wire         clk, ena, rst;
   logic [M-1:0] period;  
   wire         clk_div;
   clock_divider #(.N(C)) CLK_DIVIDER ( 
                                        .clk_divided (clk_div),
                                        .clk         (clk),
                                        .rst         (rst),
                                        .divide      (pitch));
   wire clk_div_pulse;  
   monostable CLK_DIVIDER_MONOSTABLE ( 
                                      .out     (clk_div_pulse),
                                      .clk     (clk),
                                      .rst     (rst),
                                      .button  (clk_div));
   always_ff @(posedge clk) begin
      if (rst) begin
         period <= 0;
      end
      else begin
         period <= clk_div_pulse ? period + 1 : period;
      end
   end
   wire [N-1:0] square, triangle, sine, saw;
   sq_wave_generator #(.M(M),.N(N)) SQ_WAVE ( 
                                             .square           (square[N-1:0]),
                                             .period           (period[M-1:0]));
   tri_wave_generator #(.M(M), .N(N)) TRI_WAVE ( 
                                                .triangle       (triangle[N-1:0]),
                                                .period         (period[M-1:0]));
   saw_wave_generator #(.M(M), .N(N)) SAW_WAVE ( 
                                                .saw            (saw[N-1:0]),
                                                .period         (period[M-1:0]));
   always_comb begin
      if (~ena) begin
         out = 0;
      end
      else begin
         case (waveform)
           2'b00  : out = square;
           2'b01  : out = triangle;
           2'b10  : out = saw;
           default: out = square;
         endcase
      end
   end
endmodule
`default_nettype none
`timescale 1ns/10ps
module channel_mixer ( 
   audio,
   channel_ena, clk, pitches, rst, waveforms
   );
   parameter NUM = 4;   
   parameter M   = 6;   
   parameter C   = 12;  
   parameter N   =  $clog2(4095/NUM);  
   output logic [11:0] audio;
   input wire [(NUM*C)-1:0] pitches;      
   input wire [    NUM-1:0] channel_ena;  
   input wire [(NUM*2)-1:0] waveforms;    
   input wire               clk, rst;
   wire [(NUM*N)-1:0] channels;  
   generate
      genvar i;
      for (i=0; i<NUM; i = i+1) begin
         channel #(.M(M), .N(N), .C(C))
         CHANNEL ( 
                  .out      (channels    [(N*(i+1))-1:(N*i)]),
                  .pitch    (pitches     [(C*(i+1))-1:(C*i)]),
                  .waveform (waveforms   [(2*(i+1))-1:(2*i)]),
                  .ena      (channel_ena [i]),
                  .clk      (clk),
                  .rst      (rst));
      end
   endgenerate
   wave_adder #(.NUM(NUM), .N(N)) WAVE_ADDER ( 
                                              .audio    (audio),
                                              .channels (channels));
endmodule
`timescale 1ns / 1ps
module clock_divider( 
   clk_divided,
   clk, divide, rst
   );
   parameter N = 8;
   input  wire  clk, rst;
   output logic clk_divided;
   input  wire  [N-1:0] divide;
   logic [N-1:0] counter;
   always_ff @(posedge clk) begin
      if (rst) begin
         clk_divided <= 0;
         counter     <= 0;
      end
      else begin
         if (counter >= divide) begin  
            clk_divided <= ~clk_divided;
            counter     <= 0;
         end
         else begin
            counter <= counter + 1;
         end
      end
   end
endmodule
module monostable (clk, rst, button, out);
input wire clk, rst;
input wire button;
output logic out;
logic prev;
always_ff @(posedge clk) begin : monostable_fsm
    prev <= rst ? 0 : button;
end
always_comb begin
    out = button & ~prev;
end
endmodule
module saw_wave_generator( 
   saw,
   period
   );
   parameter M = 6;
   parameter N = 11;
   input  wire  [M-1:0] period;
   output logic [N-1:0] saw;
   always_comb saw = {period, {(N-M){period[0]}}};
endmodule
module sq_wave_generator( 
   square,
   period
   );
   parameter M = 6;
   parameter N = 11;
   input  wire  [M-1:0] period;
   output logic [N-1:0] square;
   always_comb square = (period[M-1]) ? -1 : 0;
endmodule
module tri_wave_generator( 
   triangle,
   period
   );
   parameter M = 6;
   parameter N = 11;
   input  wire  [M-1:0] period;
   output logic [N-1:0] triangle;
   always_comb begin
      triangle = period[M-1] ? {~period[M-2:0], ~{(N-M+1){period[0]}}}
                             : { period[M-2:0],  {(N-M+1){period[0]}}};
   end
endmodule
`default_nettype none
`timescale 1ns/10ps
module wave_adder( 
   audio,
   channels
   );
   parameter NUM = 4;  
   parameter N   = 8;  
   input  wire  [(N*NUM)-1:0] channels;
   output logic [11:0] audio;
   logic [12*NUM-1:0] channels_ext, sums;
   always_comb begin
      channels_ext[11:0] = {{12-N{1'b0}}, channels[N-1:0]};
      sums[11:0] = channels_ext [11:0];
      audio = sums[NUM*12-1:(NUM-1)*12];
   end
   generate
      genvar i;
      for (i=1; i<NUM; i++) begin
         always_comb begin
            channels_ext[12*(i+1)-1:12*i] = {{(12-N){1'b0}}, channels[N*(i+1)-1:N*i]};
            sums[12*(i+1)-1:12*i] = sums[12*(i)-1:12*(i-1)] + channels_ext[12*(i+1)-1:12*i];
         end
      end
   endgenerate
endmodule
### /design/flow/run.sh
#!/bin/bash
# OpenROAD 26Q1-2900-gdf79404cd8, Yosys 0.63+post, stock flow scripts
make -C /OpenROAD-flow-scripts/flow DESIGN_CONFIG=/design/flow/config.mk WORK_HOME=/design/flow/orfs finish
==> GITHUB_STEP_SUMMARY <==
### Flow metrics

| Metric | Value |
|---|---|
| PortBufs | 73 |
| Worst EP required | 8.88 ns |
| Crit path arrival time | 7.15 ns |
| Count of final setup violators | 0 |
| Synth Seq Share | 26.9% |
| Hold Crit Class | register to register |
| Final worst slack | 1.73 ns |
| CP Launch Point | waveforms[3] |
| Power Internal | 0.479 mW |
| Worst Setup End Kind | primary output |
| GP Congestion | 0.872 |
| Peak Freq | 0.107 GHz |
| Die y size | 111 µm |
| Hold buffers post-CTS | 0 |
| Synth Cell Area | 5950 µm² |
| Slowest CP cell | fa_1 |
| Worst Hold Launch | genblk1[0].CHANNEL.CLK_DIVIDER.counter[0] |
| Initial Util | 51.7% |
| Worst IR drop on VDD | 0.0614 mV |
| Final WL | 10600 µm |
| Post-cts sizing count | 0 |
| Tcrit/Tclk final | 84.4% |
| Setup Buffers After CTS | 0 |
| Total die size | 12300 µm² |
| Row Count | 39 |
| Top cells, area | dfxtp_1, ha_1, nor2_1 |
| Final min period | 9.37 ns |
| Dpl ws | 1.75 ns |
| CTS clk-pin slew, worst paths | 0.06 ns |
| WL per Instance | 11.1 µm |
| First-pass GRT wire length | 18700 µm |
| Worst-Margin Slew | 0.886 ns |
| Slew headroom | 40.7% |
| Overflow after GRT | 0 |
| Dpl hpwl | 8380 µm |
| Synth flops | 80 |
| Cells after Synth | 733 |
| CTS Buf Count | 9 |
| Ratio of cells with drive above 1 in the final layout | 2.98% |
| IO Count | 74 |
| Top delay family on crit path | AND-OR/OR-AND gates |
| Outcome | finished, final reports clean |
| GR Util All Layers | 18.3% |
| Logic area | 3960 µm² |
| Avg Inst Size Synth | 8.12 µm² |
| Area growth from synthesis to layout | 18.5% |
| Sequential Power Share | 48.0% |
| Proportion of power drawn by the clock network | 41.1% |
| Vias | 4901 |
| Chip Area, Yosys | 5950 µm² |
| Max Fanout on Critical Path | 6 |
| Crit path cell chain | clkdlybuf4s50_1 > inv_1 > ha_1 > nor2b_1 > a22oi_1 > nor2_1 > o21ai_0 > inv_1 > ha_1 > a21o_1 > a21o_1 > a41oi_1 > xor2_1 > fa_1 > inv_1 > ha_1 > and3_1 > a2111o_1 > a21oi_1 > xnor2_1 > clkdlybuf4s50_1 |
| # Max-Cap Violations | 0 |
| Ys async rst share | 0% |
| Die width | 111 µm |
| Leak Pwr | 3.32 nW |
| Slowest cell delay on critical path | 0.54 ns |
| Final count of hold timing violations | 0 |
| Vias per cell | 5.16 |
| PwrDens | 87.6 nW/µm² |
| Antenna violations before repair | 0 |
| CTS sink cnt | 80 |
| CP bufs+invs | 5 |
| Worst r2r src | genblk1[2].CHANNEL.CLK_DIVIDER.counter[0] |
| Initial DRC count | 313 |
| CTS tree | built |
| YS warnings | 7 |
| Final hold slack | 0.478 ns |
| Pre-antenna DRT Iters | 20 |
| Number of enable flip-flop cells | 0 |
| Tool Warnings | 34 |
| Filler instances | 985 |
| Core area | 11500 µm² |
| Clk latency of the worst-skew pair | 0.33 ns |
| Distinct lib cells | 46 |
| DRC | 0 |
| Antenna diode count | 0 |
| Setup TNS | 0 ns |
| Number of global-route vias before repair | 4326 |
| Flop area | 1600 µm² |
| Switching power | 0.139 mW |
| Max Root-Sink Buffers | 2 |
| Largest net degree at the start of global routing | 35 |
| Logic gate share of total power | 10.9% |
| CP Launch Type | input pin |
| Antenna Nets Post-Route | 0 |
| Unrepaired setup endpoints after global routing | false |
| Dominant flop cell | dfxtp_1 |
| # Cells Yosys | 733 |
| Root buffer cell | clkbuf_16 |
| Crit Path Category | input pin to primary output |
| Final setup skew | 0.00445 ns |
| Final core utilization | 61.3% |
| Sw Share | 22.5% |
| Depth of the CTS H-tree | 3 |
| Top cell area share | 26.9% |
| Slew Limit Fails | 0 |
| Area leader, netlist | dfxtp_1 |
[synthesized netlist by cell type, types with 3 or more instances]
cell type / n
o211ai_1: 4
mux2i_1: 5
xor2_1: 42
mux2_2: 4
inv_1: 84
nor2b_1: 29
dfxtp_1: 80
a21boi_0: 3
and2b_1: 3
clkbuf_1: 10
ha_1: 81
fa_1: 10
nand3_1: 18
nor2_1: 101
nor3_1: 4
or3_1: 3
and2_1: 11
nand2_1: 41
a21o_1: 12
a22oi_1: 16
xnor2_1: 24
a21oi_1: 18
o21a_1: 6
o21ai_0: 55
nand4_1: 23
nor3b_1: 3
nand2b_1: 5
and3_1: 11
[placed cells by master (no fill, tap or decap), types with 6 or more instances in the layout]
cell,count
and2_1,11
nand2_1,41
a22oi_1,16
ha_1,81
a21o_1,12
nand3_1,18
dfxtp_1,80
nand4_1,23
o21ai_0,55
inv_1,84
fa_1,10
o21a_1,6
and3_1,11
xnor2_1,24
clkbuf_16,9
a21oi_1,18
nor2b_1,29
xor2_1,42
clkdlybuf4s50_1,73
nor2_1,101
[worst paths after layout]
path | end | slack, ns | cells after the start
max | audio[10] | 1.73 | 21
max reg2reg | genblk1[2].CHANNEL.CLK_DIVIDER.counter[3] | 8.89 | 7
min reg2reg | genblk1[0].CHANNEL.CLK_DIVIDER.counter[0] | 0.48 | 1
min | genblk1[0].CHANNEL.CLK_DIVIDER.counter[0] | 0.48 | 1
[final cells by class]
cell class | instances | share of cell area (%)
Clock buffer | 10 | 3.39
Timing Repair Buffer | 76 | 10.7
Sequential cell | 80 | 22.7
Inverter | 84 | 4.47
Tap cell | 143 | 2.54
Multi-Input combinational cell | 554 | 56.1
Clock inverter | 2 | 0.142
[per-layer routing]
layer	vias up	GRT usage, %	wire (µm)
met5	-	0	0
met4	0	2.16	148
met3	12	3.34	478
met2	88	29.1	4670
met1	2188	27.6	5280
li1	2613	-	-
[registers in the layout, summed over array words and instances, names as in the netlist]
register / flops
genblk1.CHANNEL.period: 24
genblk1.CHANNEL.CLK_DIVIDER_MONOSTABLE.prev: 4
genblk1.CHANNEL.CLK_DIVIDER.clk_divided: 4
genblk1.CHANNEL.CLK_DIVIDER.counter: 48
[power by group through the flow]
| stage | clock, mW | sequential, mW | combinational, mW |
|---|---|---|---|
| after CTS | 0.264 | 0.297 | 0.0682 |
| after global routing | 0.277 | 0.298 | 0.0767 |
| final | 0.254 | 0.297 | 0.0672 |
[stage by stage]
step / cells / power (mW) / area (µm²)
after global routing: 949 / 0.651 / 7060
final: 949 / 0.618 / 7060
after floorplan: 733 / 0.339 / 5950
after detailed placement: 937 / 0.370 / 6810
after CTS: 949 / 0.629 / 7060
after global placement: 937 / 0.369 / 6810
[kinds of logic after synthesis]
| group | share of synthesized area, % |
|---|---|
| fa+ha+maj | 20.4 |
| flops | 26.9 |
| mux | 1.79 |
| buf+inv | 6.60 |
| compound gates | 13.9 |
| simple gates | 20.7 |
| xor+xnor | 9.71 |
Power is estimated from default activity; no workload was simulated.
